**design/flow/config.mk**
```make
export PLATFORM = sky130hd
export DESIGN_NAME = BOOTH_controller
export DESIGN_NICKNAME = BOOTH_controller
export VERILOG_FILES = /design/flow/design.v
export SDC_FILE = /design/flow/constraint.sdc
export NUM_CORES = 4
export LEC_CHECK = 1
export CORE_AREA = 10 10 70 70
export DIE_AREA = 0 0 80 80
```
**design/flow/run.sh**
```bash
#!/bin/bash
# OpenROAD 26Q1-2900-gdf79404cd8, Yosys 0.63+post, stock flow scripts
make -C /OpenROAD-flow-scripts/flow DESIGN_CONFIG=/design/flow/config.mk WORK_HOME=/design/flow/orfs finish
```
**design/flow/constraint.sdc**
```tcl
current_design BOOTH_controller

set clk_period 1.7
set clk_io_pct 0.2

create_clock -name clk0 -period $clk_period [get_ports {clk}]

set non_clock_inputs [all_inputs -no_clocks]
set_input_delay [expr $clk_period * $clk_io_pct] -clock clk0 $non_clock_inputs
set_output_delay [expr $clk_period * $clk_io_pct] -clock clk0 [all_outputs]
```
**design/flow/design.v**
```verilog
`timescale 1ns / 1ps
module BOOTH_controller (done, ldC, countdown, ldA, ldB, ldM, ldQ, ldQ0, selM, selQ, clr, start, count, cmp, clk);
	output reg done, ldC, countdown, ldA, ldB, ldM, ldQ, ldQ0, selQ, clr;
	output reg [1:0] selM;
	input start, clk;
	input [8-1:0] count;
	input [1:0] cmp;
	reg [2:0] state;
	parameter s0=0, s1=1, s2=2, s3=3, s4=4, s5=5, s6=6, s7=7;
	always@(posedge clk) begin
		case(state)
			s0: #2 if(start) state<=s1;
			s1: #2 state<=s2;
			s2: #2 state<=s3;
			s3: begin 
					case(cmp)
						2'b00: #2 state<=s6;
						2'b01: #2 state<=s4;
						2'b10: #2 state<=s5;
						2'b11: #2 state<=s6;
					endcase
				end
			s4: #2 state<=s6;
			s5: #2 state<=s6;
			s6: #2 state<= (~|count) ? s7: s3;
			s7: #2 state<=s7;
			default: state<=s0;
		endcase
	end
	always@ (state) begin
		case(state)
			s0: begin done=0; clr=1; ldA=0; ldB=0; ldC=0; ldM=0; ldQ=0; ldQ0=0; selM=2'b00; selQ=1'bx; end
			s1: begin clr=0; ldA=1; ldC=1; selM=2'b00; end
			s2: begin ldA=0; ldC=0; selM=2'bx; ldM=0; ldB=1; selQ=0; ldQ=1; end
			s3: begin ldB=0; selQ=1'bx; ldQ=0; ldM=0; selM=2'bx; ldQ0=0; countdown=0; end
			s4: begin selM=2'b01; ldM=1; end
			s5: begin selM=2'b10; ldM=1; end
			s6: begin ldM=1; selM=2'b11; selQ=1; ldQ=1; ldQ0=1; countdown=1; end
			s7: begin ldM=0; selM=2'bxx; selQ=1'bx; ldQ=0; ldQ0=0; countdown=0; done=1; end
			default: begin clr=0; ldA=0; ldB=0; ldC=0; ldM=0; ldQ=0; ldQ0=0; selM=2'b0; selQ=1'bx; end
		endcase
	end
endmodule
```
==> Slide: Implementation Results <==
Key Metrics from the Run

Drt
  • Vias: 240
  • Ant diodes: 0
  • Routed len/inst: 7.448 um
  • DRT Pass-1 Iters: 2
  • Final wirelength: 715 um
  • Initial drt markers: 10
  • Vias per cell: 2.500
  • Number of remaining DRC errors: 0
  • ANT nets after route: 0

Global routing
  • Largest net degree at the start of global routing: 6
  • First-pass GRT wire length: 1090 um
  • Antenna violations before repair: 0
  • Vias in the first global route: 254
  • Global Route Usage Sum: 0.02089
  • Grt ovf: 0

Power and ir drop
  • Peak supply drop: 0.0001145 V
  • Clock Power Share: 0.477
  • Power Density: 523.1 nW/um2
  • Final total power: around 0.28 mW
  • Psw: 0.05182 mW
  • Sequential share of power: 0.420
  • Combinational share of power: 0.102
  • Switching Fraction: 0.1850
  • Leak: 0.2343 nW
  • Pint: between 0.2 and 0.25 mW

Placement
  • Gp weighted congestion: 0.6823
  • Placed Area: between 500 and 600 um2
  • PortBufs: 18
  • DP Wirelength: 654 um
  • Inst Count DP: approximately 90

CTS
  • Clk latency of the worst-skew pair: ~0.24 ns
  • CTS tree: yes
  • Clock slew at reported path FFs: 0.04 ns
  • Max H-tree Level: 1
  • Post-CTS Hold Buffers: 0
  • Worst-case clock buffer depth: 2
  • Root Driver: clkbuf_4
  • Num CTS Buffers: 3

Setup path
  • Startpoint class of the critical path: flop
  • Crit path max-delay cell type: clkdlybuf4s50_1
  • Crit-path max FO: 4
  • Buf/Inv on CP: 1
  • Crit-path max cell delay: 0.41 ns
  • CP required: approximately 1.4 ns
  • Reg2reg start: state[2]
  • Worst EP arrival: 1.25 ns
  • Delay-heaviest family, CP: buffers and inverters
  • Worst Setup End Kind: primary output
  • Setup Crit Path Kind: flop to primary output
  • CP Launch Point: state[2]
  • CP Cell Sequence: or2_2 > clkdlybuf4s50_1

Floorplan
  • Std-Cell Rows: 21
  • Die x size: approximately 80 um
  • Init Core Util: 0.09048
  • Core area: 3416 um2
  • # IOs: 24
  • Area of the die: 6400 um2
  • Die Y: 80 um

Yosys
  • Mapped Cells: 32
  • Synth Warn #: 1
  • Chip Area, Yosys: 309.0 um2
  • Cell Area, Synth: 309.0 um2
  • Yosys Instances: 32
  • Syn avg cell area: 9.658 um2
  • Distinct lib cells: 15
  • Synthesized flop and latch total: 7

Min path
  • Min-delay src: state[4]
  • HP Class: flop to flop

Layout
  • Post-Layout Inst Area: 535.5 um2
  • FF/Latch Area: 131.4 um2
  • Filler cells: 381
  • Top cell excl fill/tap: clkdlybuf4s50_1
  • Post-Layout Cell Count: 96
  • Share of cells above drive strength 1: 0.1600
  • MI comb area: 126.4 um2
  • Area grow syn2layout: 73.28%
  • Most frequent cells in the layout: clkdlybuf4s50_1 (17), conb_1 (4), dfxtp_1 (4)

STA
  • Clock Skew: 0.0003933 ns
  • Max Clk Rate: 0.6303 GHz
  • Slew Limit Fails: 0
  • Endpoints failing setup: 0
  • Final Hold Vio Count: 0
  • Post-layout min period: 1.586 ns
  • RSZ-0062 raised after global routing: no
  • Register pins left without a clock: 2
  • Setup TNS: 0 ns
  • Fin crit share: 0.9332
  • Endpoints left unconstrained: 7

Flow run
  • Tool warnings: 27
  • Max-Cap Viols: 0

Run status
  • Status: finished, final reports clean
==> state kept, by name (all words and copies together), names as in the netlist <==
signal,count
done,1
ldQ,1
state,5
==> per-stage QoR <==
stage                     utilization  setup slack (ns)  hold slack (ns)
final                          0.1568            0.1135           0.4487
after CTS                      0.1568           0.09332           0.4559
after global placement         0.1469            0.2464           0.4306
after floorplan                     -            0.7030           0.4142
after detailed placement       0.1469            0.2325           0.4460
after global routing           0.1568           0.05504           0.4811
==> metal layers <==
metal  share of wire  vias to the layer above  track usage  routed length [um]
li1                -                      127            -                   -
met1            0.35                       94      0.02209                 251
met2            0.41                       17      0.02970                 292
met3            0.20                        2      0.01477                 143
met4           0.038                        0      0.01232                  27
met5               0                        -            0                   0
==> kinds of logic after synthesis <==
logic type,count (synthesis),synth area share
buffers and inverters,9,0.1943
latches,2,0.09717
other,2,0.02430
AND-OR/OR-AND,3,0.07695
flip-flops,5,0.3239
adder cells (fa/ha/maj),2,0.08096
AND/OR/NAND/NOR,9,0.2024
==> power by group through the flow <==
| stage | logic (mW) | registers, mW | clock network [mW] |
|---|---|---|---|
| CTS | 0.0294 | 0.118 | 0.141 |
| global route | 0.0326 | 0.118 | 0.146 |
| finish | 0.0287 | 0.118 | 0.134 |
==> Yosys cell counts <==
master	instances	area, um2
a21boi_0	1	7.510
a21o_1	1	7.510
a31o_2	1	8.760
and2_1	2	12.51
buf_4	7	52.55
conb_1	2	7.510
dfxtp_1	5	100.1
dlxtn_1	2	30.03
ha_1	2	25.02
inv_1	2	7.510
nor4_1	2	12.51
or2_1	2	12.51
or2_2	1	6.260
or2b_1	1	7.510
or3_4	1	11.26
==> worst paths after layout <==
kind                                 end  slack, ns  cells after the start
worst max-delay path             selM[1]       0.11                      2
worst min-delay path            state[4]       0.45                      1
worst max register to register  state[1]       0.88                      2
worst min register to register  state[4]       0.45                      1
==> final cells by class <==
type,instances,area share
inverters,2,0.01402
repair buffers,19,0.3481
well taps,46,0.1075
multi-input cells,18,0.2360
clock buffers,4,0.04907
flip-flops and latches,7,0.2453
==> what timing repair did <==
action / CTS / global route
endpoints found under the setup margin: 1 / 0
hold endpoints to repair: 0 / 0
setup buffers: 1 / 0
gates resized: 2 / 0
Power and IR drop assume default switching activity.
