### run.sh
#!/bin/bash
# OpenROAD 26Q1-2900-gdf79404cd8, Yosys 0.63+post, stock flow scripts
make -C /OpenROAD-flow-scripts/flow DESIGN_CONFIG=/design/flow/config.mk WORK_HOME=/design/flow/orfs finish
### config.mk
export PLATFORM = sky130hd
export DESIGN_NAME = BOOTH_datapath
export DESIGN_NICKNAME = BOOTH_datapath
export VERILOG_FILES = /design/flow/design.v
export SDC_FILE = /design/flow/constraint.sdc
export NUM_CORES = 4
export LEC_CHECK = 1
export CORE_UTILIZATION = 30
### constraint.sdc
current_design BOOTH_datapath

set clk_period 6.9
set clk_io_pct 0.2

create_clock -name clk0 -period $clk_period [get_ports {clk}]

set non_clock_inputs [all_inputs -no_clocks]
set_input_delay [expr $clk_period * $clk_io_pct] -clock clk0 $non_clock_inputs
set_output_delay [expr $clk_period * $clk_io_pct] -clock clk0 [all_outputs]
### design.v
module ADDER (out, in1, in2);
	output reg [8-1:0] out;
	input [8-1:0] in1, in2;
	always@(*) begin
		out= in1+in2;
	end
endmodule
module CONCAT (out, in1, in2);
	output reg [1:0] out;
	input in1,in2;
	always@(*) begin
		out= {in1, in2};
	end
endmodule
module COUNTER (count, load, downcount, clr);
	output reg [8-1:0] count;
	input load, downcount, clr;
	always@ (*) begin
		if(clr)
			count=8'b0;
		else if (load)
			count=8;
		else if (downcount)
			count= count-1;
	end
endmodule
module LOAD_AB (out, in, load, clr, clk);
	output reg [8-1:0] out;
	input [8-1:0] in;
	input load, clr, clk;
	always@(posedge clk or posedge clr) begin
		if (clr)
			out<=0;
		else if(load)
			out<= in;
	end
endmodule
module LOAD_M (out, in, load, clr, clk);
	output reg [8-1:0] out;
	input [8-1:0] in;
	input load, clr, clk;
	always@(posedge clk or posedge clr) begin
		if (clr)
			out<=0;
		else if(load)
			out<=in;
	end
endmodule
module LOAD_Q (out, data , load, clr, clk);
	output reg [8-1:0] out;
	input [8-1:0] data;
	input load, clr, clk;
	always@(posedge clk or posedge clr) begin
		if(clr)
			out<=0;
		else if(load)
			out<=data;
	end
endmodule
module LOAD_Q0 (out, in, load, clr, clk);
	output reg out;
	input in, load, clr, clk;
	always@(posedge clk or posedge clr) begin
		if(clr)
			out<=0;
		else if(load)
			out<= in;
	end
endmodule
module MUX4TO1 (out, in0, in1, in2, in3, select);
	output reg [8-1:0] out;
	input [8-1:0] in0, in1, in2, in3;
	input [1:0] select;
	always@(*) begin
		case(select)
			2'b00: out=in0;
			2'b01: out=in1;
			2'b10: out=in2;
			2'b11: out=in3;
		endcase
	end
endmodule
module MUX2TO1 (out, in0, in1, select);
	output reg [8-1:0] out;
	input [8-1:0] in0, in1;
	input select;
	always@(*) begin
		out<= select ? in1:in0;
	end
endmodule
module SHIFTER(out, in1, in2, in3);
	output reg signed [(2*8):0] out;
	input [8-1:0] in1, in2; 
	input in3;
	always@(*) begin
	    out[16] = in1[7];
		out[15:0] =  {in1, in2, in3} >> 1;
	end
endmodule
module SUBTRACTOR (out, in1, in2);
	output reg [8-1:0] out;
	input [8-1:0] in1, in2;
	always@(*) begin
		out = in1-in2;
	end
endmodule
`timescale 1ns / 1ps
module BOOTH_datapath(count, cmp, data, ldC, countdown, ldA, ldB, ldM, ldQ, ldQ0, selM, selQ, clr, clk);
	output [8-1:0] count;
	output [1:0] cmp;
	input [8-1:0] data;
	input ldC, countdown, ldA, ldB, ldM, ldQ, ldQ0, selQ, clr, clk;
	input [1:0] selM;
	wire signed [8-1:0] A, B, M, adder_out, sub_out, mux4out, mux2out;
	wire [8-1:0] Q;
	wire signed [(2*8):0] shifter_out;
	wire Q0;
	LOAD_AB		I1 (A, data, ldA, clr, clk);
	LOAD_AB		I2 (B, data, ldB, clr, clk);
	LOAD_M 		I3 (M, mux4out, ldM, clr, clk);
	LOAD_Q		I4 (Q, mux2out, ldQ, clr, clk);
	LOAD_Q0		I5 (Q0, shifter_out[0], ldQ0, clr, clk);
	ADDER		I6 (adder_out, M, A);
	SUBTRACTOR	I7 (sub_out, M, A);
	SHIFTER		I8 (shifter_out, M, Q, Q0);
	COUNTER		I9 (count, ldC, countdown, clr);
	CONCAT		I10(cmp, Q[0], Q0);
	MUX4TO1		I11(mux4out, data, adder_out, sub_out, shifter_out[(2*8)-:8], selM);
	MUX2TO1		I12(mux2out, data, shifter_out[1+:8], selQ);
endmodule
==> out/metrics.sh <==
IOS=30
DIEWIDTH_UM=82.0
SYNTH_WARNINGS=19
NETLIST_AREA_MM2=0.00192
CLOCK_TREE_FROM_TRITONCTS='built'
TIMING_HOLD_VIOLATIONS_FINAL=0
CTS_RESIZED=0
TIMING.CRITICAL_PATH.ARRIVAL_NS=3.84
IR_WORST_VDD_mV=0.189
GRT_BUSIEST_LAYER='met2'
YS_TYPES=39
R2R.WORST_PATH.CELLS=9
FP-UTILIZATION_PCT=31.7
CRITPATHMAXFANOUT=7
FINALCRITICALPERIOD_NS=3.69
DR_TOTAL_VIAS=1448
SYNTH_AREA_PER_CELL_UM2=9.15
GRT.MET2_USAGE_PCT=20.1
SETUP_TNS_AFTER_FINAL_LAYOUT_NS=0
COREAREA_MM2=0.00606
REG2REG_SETUP_SLACK_NS=4.45
STAGE_LOG_WARNINGS=28
MAX_CLOCK_FREQ_GHz=0.271
WORST_SETUP_PATH_START_KIND='primary input'
CTSROOTBUFFERMASTER='clkbuf_8'
TIMING.HOLD.WORST.START='I5.out$_DFFE_PP0P_'
CRIT_CHAIN='clkdlybuf4s50_1 > ha_1 > mux2i_1 > ha_1 > nor2b_1 > o31ai_1 > a32oi_2 > xnor2_1 > o221ai_2'
DRTITER0DRC=87
POWERDENSITY_mW_PER_MM2=225
DETAILEDPLACEMENTHPWL_UM=2940
ROUTE.DETAILED.WL_PER_INST_UM=12.4
GP_CONGESTION=0.879
LAYOUT_WORST_PATH_CYCLE_SHARE_PCT=53.4
TIMING.CRITICAL_PATH.SLOWEST_STAGE_CELL='clkdlybuf4s50_1'
DRIVE_ABOVE_1_SHARE_PCT=7.79
DRC=0
LARGEST_NET_DEGREE_AT_THE_START_OF_GLOBAL_ROUTING=26
CLKTRANSATPATHREGS_NS=0.08
STANDARD_CELL_ROW_COUNT=28
NUMBER_OF_BUFFERS_ADDED_BY_THE_CLOCK_TREE_SYNTHESIS_STEP=3
FINISH.CELL_COUNT_WITHOUT_FILLERS=306
MAXSLEWHEADROOM_PCT=64.9
SETUP_REPAIR_AFTER_GLOBAL_ROUTING_MISSED_ITS_MARGIN='false'
WORSTHOLDPATHCELLS=1
SYNTH-MAIN-FF-CELL='dfrtp_1'
YOSYS_CELLS=210
ANTENNA_CELLS=0
GR-USAGE-MET3_PCT=2.14
WIRE_LENGTH_OF_THE_FIRST_GLOBAL_ROUTING_PASS_UM=6650
FP.DIEAREA_MM2=0.00673
FIN_MAX_SLEW_VIOS=0
CP_NUM_BUF_INV=1
CTS_HOLD_BUFFERS=0
AVERAGE_VIA_COUNT_PER_STANDARD_CELL=4.73
ASYNC_RESET_FF_SHARE_PCT=75.8
TIMING.CRITICAL_PATH.TO_TYPE='register'
GR-USAGE-ALL-LAYERS_PCT=12.8
WORSTHOLDPATHTYPE='register to register'
GRT_PASS1_VIAS=1407
NUMBER_OF_UNCONSTRAINED_ENDPOINTS=16
CRITICAL_PATH_CLASS='primary input to register'
GRT_USE_MET1_PCT=19.7
MOST_NUMEROUS_CELL_ON_THE_CRITICAL_PATH='ha_1'
WORST_R2R_ENDPOINT='I3.out[7]$_DFFE_PP0P_'
YS_FF=33
CPPEAKSTAGEDELAY_NS=0.50
FIRSTDRTPASSITERS=4
DIE_BOUNDARY_HEIGHT_UM=82.0
WORST-ENDPOINT-REQUIRED_NS=7.05
YS_AREA_MM2=0.00192
SYN_INST=210
TIMING.HOLD.WORST_ENDPOINT='I5.out$_DFFE_PP0P_'
NUMBER_OF_FLOPS_MAPPED_TO_ENABLE_CELLS_BY_YOSYS=0
TIGHTEST_SLEW_NS=0.524
H-TREE-DEPTH=1
CLK_LATENCY_NS=0.26
TIMING.CLOCK.SKEW_NS=0.00149
GLOBALROUTE.TOTALOVERFLOW=0
POST_CTS.REPAIR.SETUP_BUFFERS=0
GRT_ANTENNA_BEFORE_REPAIR=0
SETUP_VIOL_COUNT_FINAL=0
MAXCAPVIOLATIONS=0
SYN2LAYOUT_AREA_GROWTH_PCT=19.3
POWER.STATIC_LEAKAGE_nW=0.975
PLACED_CELLS_INCL_TAPS=302
OUTCOME='finished clean'
IO_BUFFER_COUNT=28
ANT_NETS=0
CTS.PATH.MAX_BUFFERS=2
CPLARGESTDELAYFAMILY='AND-OR/OR-AND gates'
REG2REG_FROM='I1.out[0]$_DFFE_PP0P_'
UNCLOCKED_PINS=8
ROUTE.FINAL.WIRE_LENGTH_UM=3780
registers in the layout (all words and copies together) (netlist names):
name	flops
I9.count	8
I5.out	1
I4.out	8
I1.out	8
I3.out	8
synthesized netlist by cell type (2+ instances only):
master / count / area, µm²
o22ai_1: 4 / 25.0
o21ai_0: 3 / 15.0
dlxtn_1: 8 / 120
dfrtp_1: 25 / 626
mux2i_1: 10 / 100
o21ai_1: 7 / 35.0
nand3b_1: 2 / 15.0
buf_2: 3 / 15.0
a22oi_1: 3 / 22.5
clkbuf_1: 7 / 26.3
mux2_2: 9 / 101
nor2_1: 23 / 86.3
buf_4: 2 / 15.0
xor2_1: 6 / 52.6
nand2_1: 21 / 78.8
a21oi_1: 15 / 75.1
nor2b_1: 2 / 12.5
inv_1: 12 / 45.0
a31oi_1: 4 / 25.0
xnor2_1: 10 / 87.6
nor3_1: 5 / 25.0
ha_1: 12 / 150
final cells by class:
| type | instances | area, µm² |
|---|---|---|
| tap | 75 | 93.8 |
| timing repair buffer | 29 | 288 |
| inverter | 12 | 45.0 |
| clock buffer | 3 | 41.3 |
| fill | 591 | 3770 |
| multi-input combinational | 153 | 1070 |
| clock inverter | 1 | 5.00 |
| sequential | 33 | 746 |
worst max-delay path by stage:
stage,startpoint,slack [ns],end,cells past startpoint
after CTS,selM[0],3.20,I3.out[7]$_DFFE_PP0P_,10
after global routing,selM[0],2.98,I3.out[7]$_DFFE_PP0P_,10
final,selM[1],3.21,I3.out[7]$_DFFE_PP0P_,9
cell families (layout without fill, tap and decap cells):
family / after synthesis / count (layout) / share of synthesized area [%]
compound gates: 43 / 43 / 14.1
buf+inv: 24 / 45 / 5.28
mux: 19 / 19 / 10.5
simple gates: 62 / 62 / 15.2
flops: 25 / 25 / 32.6
latches: 8 / 8 / 6.25
fa+ha+maj: 13 / 13 / 8.86
xor+xnor: 16 / 16 / 7.30
cell usage in the layout (no fill, tap or decap), types with 2 or more instances in the layout:
cell type	n
xnor2_1	10
mux2i_1	10
nor3_1	5
a21oi_1	15
a22oi_1	3
nor2b_1	2
nand3b_1	2
ha_1	12
o21ai_1	7
dfrtp_1	25
nor2_1	23
o22ai_1	4
nand2_1	21
o21ai_0	3
mux2_2	9
inv_1	12
dlxtn_1	8
xor2_1	6
clkbuf_8	3
clkdlybuf4s50_1	28
a31oi_1	4
routing by layer:
metal  vias to the layer above  share of wire, %  wire, µm
met5                         -                 0         0
met4                         0              0.21         8
met3                         2               4.1       154
met2                        22                43      1630
met1                       656                53      1990
li1                        768                 -         -
report_power, final:
part / switching [W] / internal (W)
clock network: 0.0000458 / 0.0000404
logic: 0.000109 / 0.000116
registers: 0.0000271 / 0.000177
total: 0.000182 / 0.000334
per-stage QoR:
| step | instance area (µm²) | power, W | hold slack [ns] | util [%] | setup slack [ns] |
|---|---|---|---|---|---|
| after floorplan | 1920 | 0.000383 | 0.482 | - | 3.63 |
| after global routing | 2290 | 0.000566 | 0.551 | 37.8 | 2.98 |
| after global placement | 2250 | 0.000431 | 0.494 | 37.1 | 2.92 |
| after CTS | 2290 | 0.000522 | 0.524 | 37.8 | 3.20 |
| final | 2290 | 0.000516 | 0.517 | 37.8 | 3.21 |
| after detailed placement | 2250 | 0.000433 | 0.507 | 37.1 | 2.91 |
No activity file was given, so power comes from the tool's default toggle rates.
